--- flow/run.sh ---
#!/bin/bash
# OpenROAD 26Q1-2900-gdf79404cd8, Yosys 0.63+post, stock flow scripts
make -C /OpenROAD-flow-scripts/flow DESIGN_CONFIG=/design/flow/config.mk WORK_HOME=/design/flow/orfs finish
--- flow/config.mk ---
export PLATFORM = sky130hd
export DESIGN_NAME = Neuron_NN1_layer1
export DESIGN_NICKNAME = Neuron_NN1_layer1
export VERILOG_FILES = /design/flow/design.v
export SDC_FILE = /design/flow/constraint.sdc
export NUM_CORES = 4
export LEC_CHECK = 1
export CORE_UTILIZATION = 50
--- flow/constraint.sdc ---
current_design Neuron_NN1_layer1

set clk_period 13.1
set clk_io_pct 0.2

create_clock -name clk0 -period $clk_period [get_ports {clk3}]

set non_clock_inputs [all_inputs -no_clocks]
set_input_delay [expr $clk_period * $clk_io_pct] -clock clk0 $non_clock_inputs
set_output_delay [expr $clk_period * $clk_io_pct] -clock clk0 [all_outputs]
--- flow/design.v ---
`timescale 1ns/1ns
module Neuron_NN1_layer1 (reset2,clk3,input_features,input_weights,bias,out);
  parameter image_size = 11*11, weight_bit=4, output_bit=4, input_bit=1;
  input [2:0] bias;
  input [(image_size*input_bit) - 1:0]input_features;  
  input [(weight_bit*image_size) - 1:0]input_weights;  
  input clk3,reset2; 
  output reg [output_bit-1:0] out;
  integer i;
  reg signed [(weight_bit) - 1:0] selected_weight; 
  reg signed [(2*input_bit)-1:0] selected_input;
  reg signed [8-1:0] add_result;  
  reg signed [6-1:0] mult_result[image_size-1:0];  
  reg signed [8-1:0] final_add;  
  always @ (posedge clk3)
  begin 
  if (reset2)begin
  out=0;add_result=0;end
  else 
  begin
     for (i=0;i<image_size;i=i+1)
     begin
     selected_weight= input_weights[4*i +:4];  
     selected_input= {1'b0,input_features[i]};
     mult_result[i]= selected_input*selected_weight;
     add_result= add_result + mult_result[i];
     end 
     final_add=add_result+bias;
     if (final_add<=0)
     out=4'b0000;
     else 
     out=final_add[6:3];
     end 
  end
endmodule 
==> changes_impl.md <==
## Implementation

* Number of max-cap violations at 0
* Fp_density at 50.62%
* Final HPWL DP at 63140 um
* Routability cong. at 0.9481
* # IOs at 614
* Rows at 82
* Crit path buf inv count at 10
* Clk_skew at 1.806 ps
* Vias at 17724
* EDFF count, synth at 0
* Post-CTS Setup Bufs at 0
* CTS Sinks at 12
* Cts bufs inserted at 3
* Dominant logic cell type in the layout: inv_1
* Post-synth top area share at a little over two fifths
* Worst-path clk slew at ~40 ps
* Worst r2r dst: out[1]
* Most used flip-flop cell: dfxtp_1
* R2R setup slack at 4040 ps
* Async set-reset flop share out of synthesis at 0%
* Die height at about 230 um
* Yosys chip area at approximately 25000 um^2
* Synthesized area per cell at around 9.8 um^2
* OpenROAD warnings at between 70 and 80
* Overflow left after global routing at 0
* Ys Warns at 2
* Required time worst endpoint at between 10000 and 15000 ps
* Critical path fanouts, max at 4
* Setup TNS at 0 ps
* Most used cell, CP: fa_1
* DP Area at around 32000 um^2
* Worst Setup Start Kind: input pin
* Hold endpoint: add_result[0]
* Chip width at around 230 um
* Number of cells in Yosys stat at 2595
* Final Slew Violations at 0
* Outcome: finished, final reports clean
* H-tree Lvls at 1
* Critical path's largest stage delay at 560 ps
* Root Driver: clkbuf_16
* Gr usage total at approximately 28%
* Post-route minimum period at around 12000 ps
* Finish-stage setup viols at 0
* Largest net degree at the start of global routing at 13
* N_diodes at 0
* Initial antenna violation count at 0
* Final Instance Area at between 30000 and 40000 um^2
* Number of global-route vias before repair at 20410
* Hold Path Stages at 5
* Distinct lib cells at 21
* Routed Antenna Nets at 0
* CTS tree: built
* CTS Buffer Depth at 2
* Worst hold-check path type: reg -> reg
* Cts-stage hold buffer count at 0
* Average wire per standard cell at ~17 um
* Fin. Hold Viols at 0
* Crit path launch: input_features[112]
* Residual DRC count at 0
* Post-synth area hogs: fa_1 44%, ha_1 26%, inv_1 13%, and2_1 11%, xnor2_1 2.8%
* Worst Tran Pin Value at between 400 and 500 ps
* Crit Path Class: in -> reg
* Fmax at about 80 MHz
* RSZ-0062 raised after global routing: false
* DIE AREA at between 50000 and 60000 um^2
* Critical Path End Type: flop
* Post_cts resized at 0
* Synthesized cell area at ~25000 um^2
* Core area at 50070 um^2
* Hold path start: add_result[0]
* Number of fill cells in the layout at between 4000 and 5000
* WL final at about 64000 um
* Routed vias/inst at 4.566
* FF+latch count, synth at 12
* Global-route wire length before repair at between 100000 and 150000 um
* Critical path arrival at roughly 13000 ps
* Syn-to-layout area delta at 27.81%
* Mapped Cells at approximately 2600
* Reg2reg start: add_result[3]
* I/O Buffers at between 600 and 700
* Layout cells sized above 1 at 0.2492%
* Late-Pin Clk Latency at ~230 ps
* Cycle use final at approximately 95%
* Worst Reg-to-Reg Cells at 25
* CP delay by family, top: adder cells
* Cell accounting for the most synthesized area: fa_1
* Drt pass-1 iters at 4
* Seq share, synth at 0.9478%
* Rel. slew slack at a little over 70%
* Top Layout Cells: 856 x inv_1, 613 x clkdlybuf4s50_1, 554 x fa_1, 527 x ha_1, 434 x and2_1
* CP max-delay cell: fa_1
* Finished Core Util at 64.70%
* Iter 0 DRT Violations at a little over 300
## sequential cells by signal (all words and copies together) (netlist names)
signal      count
add_result      8
out             4
## cell usage after synthesis (all sizes together) (2+ instances only)
cell / count
inv: 856
fa: 554
ha: 527
and2: 434
xnor2: 82
nand2: 60
a21oi: 16
xor2: 14
a21o: 13
dfxtp: 12
nor2b: 7
xnor3: 5
nor2: 4
nor3: 4
a31oi: 3
a31o: 2
## cell type report
| class | count | area, um^2 | area share [%] |
|---|---|---|---|
| Tap cell | 672 | 840.8 | 2.596 |
| Clock buffer | 3 | 75.07 | 0.2317 |
| Sequential cell | 12 | 240.2 | 0.7416 |
| Inverter | 856 | 3213 | 9.919 |
| Multi-Input combinational cell | 1726 | 21890 | 67.57 |
| Timing Repair Buffer | 613 | 6136 | 18.94 |
## kinds of logic after synthesis
kind of cell / share of synthesized area (%)
adder cells (fa/ha/maj): 69.77
buffers and inverters: 12.69
AND/OR/NAND/NOR: 11.93
XOR/XNOR: 3.811
AND-OR/OR-AND: 0.8442
flip-flops: 0.9478
## worst max path at each step
stage        end  cells past startpoint  slack, ps
5_1_grt   out[3]                     33        130
6_report  out[1]                     33        610
4_1_cts   out[3]                     33        560
## layer usage
metal	share of wire [%]	vias up	wire length (um)	global-route usage [%]
met1	41	8436	26610	39.95
met4	0.65	0	414	1.494
met5	0	-	0	0
met2	48	554	31100	45.37
met3	9.4	20	6002	9.565
li1	-	8714	-	-
## worst min-delay path, cell delays in order, from the launching register on
cell and delay [ps]:
dfxtp_1 310, ha_1 170, ha_1 150, ha_1 140, ha_1 160, nor2b_1 120
## stage by stage
stage | hold WS, ps | std cells | setup slack, ps
3_3_place_gp | 1099 | 3879 | 445.2
3_5_place_dp | 1107 | 3879 | 428.8
5_1_grt | 1140 | 3882 | 132.7
2_1_floorplan | 933.4 | 2595 | 1372
6_report | 1095 | 3882 | 611.9
4_1_cts | 1115 | 3882 | 561.2
