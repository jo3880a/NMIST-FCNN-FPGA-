`flow/run.sh`:
```
#!/bin/bash
# OpenROAD 26Q1-2900-gdf79404cd8, Yosys 0.63+post, stock flow scripts
make -C /OpenROAD-flow-scripts/flow DESIGN_CONFIG=/design/flow/config.mk WORK_HOME=/design/flow/orfs finish
```
`flow/config.mk`:
```
export PLATFORM = sky130hd
export DESIGN_NAME = input_rx
export DESIGN_NICKNAME = input_rx
export VERILOG_FILES = /design/flow/design.v
export SDC_FILE = /design/flow/constraint.sdc
export NUM_CORES = 4
export LEC_CHECK = 1
export CORE_UTILIZATION = 50
```
`flow/constraint.sdc`:
```
current_design input_rx

set clk_period 14.4
set clk_io_pct 0.2

create_clock -name clk0 -period $clk_period [get_ports {clk}]

set non_clock_inputs [all_inputs -no_clocks]
set_input_delay [expr $clk_period * $clk_io_pct] -clock clk0 $non_clock_inputs
set_output_delay [expr $clk_period * $clk_io_pct] -clock clk0 [all_outputs]
```
`flow/design.v`:
```
`timescale 1ns / 1ps
module input_rx (
input               clk     ,  
input               sw_0    ,  
input               rst,
input   wire        uart_rxd,  
   output reg input_valid,
output reg [120:0] network_input
);
parameter image_size = 11*11;
parameter CLK_HZ = 100000000;
parameter BIT_RATE =   9600;
parameter PAYLOAD_BITS = 8;
integer count = 0;
wire [PAYLOAD_BITS-1:0]  uart_rx_data;
wire        uart_rx_valid;
wire        uart_rx_break;
reg [120:0] temp;  
reg  [PAYLOAD_BITS-1:0]  led_reg;
assign      led = led_reg;
always @(posedge clk or posedge rst ) begin
    if(rst)
    begin
        count <= 0;
        temp <= 121'b0;
        network_input <= 121'b0;
        input_valid <= 0;
    end
    else if(!sw_0) begin
        count <= 0;
        temp <= 121'b0;
        network_input <= 121'b0;
        input_valid <= 0;
    end
    else if(uart_rx_valid) 
    begin
        if (count < 121)
        begin
            case(uart_rx_data)
            8'h30: temp[count] <= 1'b0;
            8'h31: temp[count] <= 1'b1;
            default: temp[count] <= 1'b0;
            endcase
            count <= count + 1;
        end
        else if(count == 121)
        begin
            network_input <= temp;
            count <= 0;
            input_valid <= 1;
        end
    end
end
uart_rx #(
.BIT_RATE(BIT_RATE),
.PAYLOAD_BITS(PAYLOAD_BITS),
.CLK_HZ  (CLK_HZ  )
) i_uart_rx(
.clk          (clk          ),  
.resetn       (sw_0         ),  
.uart_rxd     (uart_rxd     ),  
.uart_rx_en   (1'b1         ),  
.uart_rx_break(uart_rx_break),  
.uart_rx_valid(uart_rx_valid),  
.uart_rx_data (uart_rx_data )   
);
endmodule
`timescale 1ns / 1ps
module uart_rx(
input  wire       clk          ,  
input  wire       resetn       ,  
input  wire       uart_rxd     ,  
input  wire       uart_rx_en   ,  
output wire       uart_rx_break,  
output wire       uart_rx_valid,  
output reg  [PAYLOAD_BITS-1:0] uart_rx_data    
);
parameter   BIT_RATE        = 9600;  
localparam  BIT_P           = 1_000_000_000 * 1/BIT_RATE;  
parameter   CLK_HZ          =    100_000_000;
localparam  CLK_P           = 1_000_000_000 * 1/CLK_HZ;  
parameter   PAYLOAD_BITS    = 8;
parameter   STOP_BITS       = 1;
localparam       CYCLES_PER_BIT     = BIT_P / CLK_P;
localparam       COUNT_REG_LEN      = 1+$clog2(CYCLES_PER_BIT);
reg rxd_reg;
reg rxd_reg_0;
reg [PAYLOAD_BITS-1:0] recieved_data;
reg [COUNT_REG_LEN-1:0] cycle_counter;
reg [3:0] bit_counter;
reg bit_sample;
reg [2:0] fsm_state;
reg [2:0] n_fsm_state;
localparam FSM_IDLE = 0;
localparam FSM_START= 1;
localparam FSM_RECV = 2;
localparam FSM_STOP = 3;
assign uart_rx_break = uart_rx_valid && ~|recieved_data;
assign uart_rx_valid = fsm_state == FSM_STOP && n_fsm_state == FSM_IDLE;
always @(posedge clk) begin
    if(!resetn) begin
        uart_rx_data  <= {PAYLOAD_BITS{1'b0}};
    end else if (fsm_state == FSM_STOP) begin
        uart_rx_data  <= recieved_data;
    end
end
wire next_bit     = cycle_counter == CYCLES_PER_BIT ||
                        fsm_state       == FSM_STOP && 
                        cycle_counter   == CYCLES_PER_BIT/2;
wire payload_done = bit_counter   == PAYLOAD_BITS  ;
always @(*) begin : p_n_fsm_state
    case(fsm_state)
        FSM_IDLE : n_fsm_state = rxd_reg      ? FSM_IDLE : FSM_START;
        FSM_START: n_fsm_state = next_bit     ? FSM_RECV : FSM_START;
        FSM_RECV : n_fsm_state = payload_done ? FSM_STOP : FSM_RECV ;
        FSM_STOP : n_fsm_state = next_bit     ? FSM_IDLE : FSM_STOP ;
        default  : n_fsm_state = FSM_IDLE;
    endcase
end
integer i = 0;
always @(posedge clk) begin : p_recieved_data
    if(!resetn) begin
        recieved_data <= {PAYLOAD_BITS{1'b0}};
    end else if(fsm_state == FSM_IDLE             ) begin
        recieved_data <= {PAYLOAD_BITS{1'b0}};
    end else if(fsm_state == FSM_RECV && next_bit ) begin
        recieved_data[PAYLOAD_BITS-1] <= bit_sample;
        for ( i = PAYLOAD_BITS-2; i >= 0; i = i - 1) begin
            recieved_data[i] <= recieved_data[i+1];
        end
    end
end
always @(posedge clk) begin : p_bit_counter
    if(!resetn) begin
        bit_counter <= 4'b0;
    end else if(fsm_state != FSM_RECV) begin
        bit_counter <= {COUNT_REG_LEN{1'b0}};
    end else if(fsm_state == FSM_RECV && next_bit) begin
        bit_counter <= bit_counter + 1'b1;
    end
end
always @(posedge clk) begin : p_bit_sample
    if(!resetn) begin
        bit_sample <= 1'b0;
    end else if (cycle_counter == CYCLES_PER_BIT/2) begin
        bit_sample <= rxd_reg;
    end
end
always @(posedge clk) begin : p_cycle_counter
    if(!resetn) begin
        cycle_counter <= {COUNT_REG_LEN{1'b0}};
    end else if(next_bit) begin
        cycle_counter <= {COUNT_REG_LEN{1'b0}};
    end else if(fsm_state == FSM_START || 
                fsm_state == FSM_RECV  || 
                fsm_state == FSM_STOP   ) begin
        cycle_counter <= cycle_counter + 1'b1;
    end
end
always @(posedge clk) begin : p_fsm_state
    if(!resetn) begin
        fsm_state <= FSM_IDLE;
    end else begin
        fsm_state <= n_fsm_state;
    end
end
always @(posedge clk) begin : p_rxd_reg
    if(!resetn) begin
        rxd_reg     <= 1'b1;
        rxd_reg_0   <= 1'b1;
    end else if(uart_rx_en) begin
        rxd_reg     <= rxd_reg_0;
        rxd_reg_0   <= uart_rxd;
    end
end
endmodule
```
==> results.py <==
# Flow results
metrics = {
    "placement": {
        "dp_cells": 1820,
        "gp_congestion": 0.892,
        "port_buffers": 125,
        "dp_hpwl_mm": 23.4,
    },
    "cts": {
        "h-tree-depth": 2,
        "ctsLongestPathBuffers": 3,
        "ctsHoldBuffers": 0,
        "cts-root-buf": "clkbuf_16",
        "cts_setup_buffers": 0,
        "clock_latency_ns": 0.52,
        "cts_tree": "yes",
        "ctsResizeCount": 0,
        "clk_pin_slew_ns": 0.06,
        "cts.sink_count": 317,
        "cts_inserted_buffers": 35,
    },
    "global_route": {
        "grt_pass1_vias": 10500,
        "grt_max_degree": 94,
        "grt_pass1_wl_mm": 58.5,
        "antenna_found_initial": 1,
        "grt-ovfl-total": 0,
        "grt.total_usage_pct": 27.0,
    },
    "route": {
        "diodes": 0,
        "wire_per_inst_um": 19.4,
        "drt_iter0_markers": 766,
        "drc": 0,
        "wirelength_mm": 36.5,
        "avgViaCountPerCell": 5.82,
        "via_count": 11000,
        "ant_nets": 0,
        "drt-pass1-iter-count": 7,
    },
    "cells_and_area": {
        "area_delta_synth_final_pct": 19.2,
        "n_fill_cell": 2320,
        "largestRegisters": "network_input x121, temp x121, count x32",
        "combGateArea_um2": 5880,
        "fin_cells": 1883,
        "drive_gt1_share_pct": 7.71,
        "final-seq-area_um2": 7720,
        "final_util_pct": 60.5,
    },
    "worst_setup_path": {
        "worstSetupPathType": "in2reg",
        "timing.rr.start": "count[0]$_DFFE_PP0P_",
        "worst_path_most_repeated_cell": "buf_4",
        "cp_data_required_time_ns": 14.84,
        "arrival_ns": 6.01,
        "path_cells": "clkdlybuf4s50_1 -> buf_4 -> clkinv_1 -> buf_4 -> nor3_2 -> buf_4 -> buf_4 -> a22o_1",
        "critPathCaptureType": "flip-flop",
        "critPathSlowestCell": "buf_4",
        "startpoint_type": "input port",
        "ff2ff_path_depth": 14,
        "ff2ff_setup_slack_ns": 9.97,
        "crit_path_max_fanout": 76,
        "reg2reg_to": "temp[34]$_DFFE_PP0P_",
        "crit_buf_inv": 6,
        "slowest_delay_ns": 0.73,
        "cp_top_family": "buffers and inverters",
    },
    "die": {
        "initCoreUtil_pct": 50.7,
        "core_um2": 27800,
        "die_h_um": 170,
        "chip_area_um2": 28900,
        "die_w_um": 170,
        "row_count": 61,
        "ios": 126,
    },
    "pwr": {
        "power_leakage_nw": 7.20,
        "cellPowerDensity_nw_per_um2": 107,
        "p_total_w": 0.00181,
        "vdd_drop_max_mv": 0.0890,
    },
    "final_timing": {
        "timing.fmax_mhz": 180,
        "slew_headroom_pct": 43.1,
        "slew_violations": 0,
        "max_slew.worst_pin.slew_ns": 0.847,
        "grt_setup_unrepaired": "no",
        "final.setup.tns_ns": 0,
        "hold_violations": 0,
        "fin_crit_sh_pct": 38.7,
        "finClkSkew_ns": 0.0155,
        "finalCriticalPeriod_ns": 5.57,
        "hold_ws_ns": 0.407,
        "final-setup-viol-count": 0,
    },
    "synth": {
        "edf_count": 0,
        "synth_cells": 1387,
        "ys_async_sr_fraction_pct": 86.8,
        "syn_area_um2": 14100,
        "synth.distinct_cells": 83,
        "ys_seq_share_pct": 54.8,
        "synth-seq-cells": 317,
        "synth.avg_cell_area_um2": 10.2,
        "yosysWarnings": 3,
        "ff_type": "dfrtp_1",
        "yosys-stat-area_um2": 14100,
        "yosys_cells": 1387,
    },
    "hold_path": {
        "hp-class": "reg2reg",
        "hold_end": "i_uart_rx.rxd_reg$_SDFF_PN1_",
        "hold_path_depth": 1,
        "hp-start": "i_uart_rx.rxd_reg_0$_SDFF_PN1_",
    },
    "job": {
        "cap_violations": 0,
        "tool_warnings": 29,
    },
    "outcome": {
        "status": "finished, final reports clean",
    },
}
==> placed cells by master, fill, tap and decap left out, types with 26 or more instances in the layout <==
cell | Yosys | final
nor2_1 | 119 | 119
nand2_1 | 95 | 95
a22o_1 | 122 | 122
xor2_1 | 37 | 37
a21oi_1 | 45 | 44
clkbuf_16 | 0 | 35
nand3_1 | 35 | 35
o21ai_0 | 212 | 212
buf_4 | 1 | 33
clkdlybuf4s50_1 | 0 | 125
dfxtp_1 | 42 | 42
nor3_1 | 27 | 26
dfrtp_1 | 275 | 275
==> area by class of cell <==
class | instances | share of cell area (%)
timing repair buffer | 158 | 8.92
sequential | 317 | 46.0
inverter | 23 | 0.558
clock inverter | 8 | 0.499
clock buffer | 55 | 6.25
multi-input combinational | 944 | 35.0
tap | 378 | 2.81
==> through the flow <==
stage,setup WS (ns),instance area [µm²]
after global placement,8.38,15700
after floorplan,3.94,14100
after CTS,8.90,16800
after detailed placement,8.38,15700
final,8.83,16800
after global routing,8.64,16800
==> worst max-delay path by stage <==
stage                                    to  slack (ns)  depth (start not counted)  startpoint
CTS           network_input[41]$_DFFE_PP0P_        8.90                          8        sw_0
global route  network_input[41]$_DFFE_PP0P_        8.64                          8        sw_0
finish        network_input[72]$_DFFE_PP0P_        8.83                          8        sw_0
==> cells in the mapped netlist (all sizes together), types with 7 or more instances <==
cell type	number	area share [%]
a21oi	46	1.7
a22o	122	7.6
a31oi	9	0.40
and2	9	0.40
and3	11	0.49
and4	8	0.50
buf	21	0.86
clkbuf	82	2.2
dfrtp	275	49
dfxtp	42	6.0
ha	7	0.62
inv	22	0.59
mux2i	18	1.3
nand2	95	2.5
nand2b	9	0.40
nand3	36	1.3
nand4	19	0.89
nor2	121	3.3
nor2b	7	0.31
nor3	31	1.3
nor4	17	1.3
o211ai	11	0.59
o21ai	215	7.7
o22ai	13	0.58
or3	7	0.31
xnor2	22	1.4
xor2	37	2.3
==> where the power goes <==
part	internal, W	total (W)	switching (W)	leakage [nW]
combinational	0.00000612	0.0000446	0.0000385	2.45
sequential	0.000890	0.000891	0.000000745	4.18
clock	0.000522	0.000871	0.000349	0.563
total	0.00142	0.00181	0.000388	7.20
==> kinds of logic after synthesis <==
group           after synthesis  synth area share [%]
fa+ha+maj                     7                 0.621
simple gates                396                  14.6
xor+xnor                     59                  3.67
flops                       317                  54.8
buf+inv                     126                  3.66
mux                          18                  1.28
compound gates              464                  21.4
==> metal layers <==
metal	vias up	part of all wire, %	track usage [%]
met2	329	46	41.2
met5	-	0	0
met3	49	6.2	4.74
met1	5336	46	43.2
met4	0	2.1	4.94
li1	5244	-	-
Power figures rest on the tool's default switching activity, not on a simulated workload.
