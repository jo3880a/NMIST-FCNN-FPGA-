[design.v]
`timescale 1ns/1ns
module Neuron_NN1_layer2 (reset1,clk3,input_features,input_weights,bias,out);
  parameter hidden_layer = 100, weight_bit=4, output_bit=8, input_bit=4;
  input [2:0] bias;
  input [(input_bit*hidden_layer) - 1:0]input_features;  
  input [(weight_bit*hidden_layer) - 1:0]input_weights;  
  input clk3,reset1;
  output reg [output_bit-1:0] out;
  integer i;
  reg signed [(weight_bit) - 1:0] selected_weight; 
  reg signed [output_bit-1:0] add_result1;  
  reg signed [output_bit-1:0] mult_result[hidden_layer-1:0];  
  reg signed [input_bit:0]selected_input;
  reg signed [output_bit-1:0] final_add;
  always @ (posedge clk3) 
  begin 
  if (reset1)begin
  out=0;add_result1=0;
  end
  else 
  begin
     for (i=0;i<hidden_layer;i=i+1)
     begin
     selected_weight= input_weights[4*i +:4];
     selected_input= {1'b0,input_features[4*i +:4]};
     mult_result[i]= selected_input*selected_weight;
     add_result1= add_result1 + mult_result[i];
     end 
     final_add=add_result1+bias;  
     if (final_add<=0)
     out=8'b00000000;
     else 
     out=final_add;
     end 
  end
endmodule 
[run.sh]
#!/bin/bash
# OpenROAD 26Q1-2900-gdf79404cd8, Yosys 0.63+post, stock flow scripts
make -C /OpenROAD-flow-scripts/flow DESIGN_CONFIG=/design/flow/config.mk WORK_HOME=/design/flow/orfs finish
[config.mk]
export PLATFORM = sky130hd
export DESIGN_NAME = Neuron_NN1_layer2
export DESIGN_NICKNAME = Neuron_NN1_layer2
export VERILOG_FILES = /design/flow/design.v
export SDC_FILE = /design/flow/constraint.sdc
export NUM_CORES = 4
export LEC_CHECK = 1
export CORE_UTILIZATION = 40
[constraint.sdc]
current_design Neuron_NN1_layer2

set clk_period 19.2
set clk_io_pct 0.2

create_clock -name clk0 -period $clk_period [get_ports {clk3}]

set non_clock_inputs [all_inputs -no_clocks]
set_input_delay [expr $clk_period * $clk_io_pct] -clock clk0 $non_clock_inputs
set_output_delay [expr $clk_period * $clk_io_pct] -clock clk0 [all_outputs]
==> run notes <==
Main metrics from the flow reports.

The flow ran to the end, and the final reports show no timing, DRC or antenna violations. The number of antenna violations at the first check in global routing came out at 80. In this run, the number of DRC markers left after iteration 0 of detailed routing was approximately 1600. The worst-case headroom to the max-slew limit is 0.382.

Of the cells placed in the final design, the portion with a size suffix greater than 1 is 0.00498. The classification of the worst setup path is in -> reg. The share of the synthesized netlist area taken by xor and xnor gates is 0.0502. The combinational cell area excluding buffers and inverters came out at about 55000 sq um. The total of max-cap violations came out at 0. The synthesized flop and latch total came out at 16. The horizontal die size is 400 um.

The maximum number of buffers from clock root to sink came out at 2. The final clock skew came out at 0.0132 ns. The post-cts repair resize count came out at 0. The largest incremental delay on the critical path came out at roughly 0.85 ns.

Looking at the post-CTS report, the setup buffer insertion count equals 0. The total area inside the core boundary comes to between 150000 and 200000 sq um. Summing all flip-flop and latch instances after layout gives 320 sq um. The detailed-route vias per instance came out at ~4.6. The placer's final routability congestion estimate came out at 1.02.

The area of the mapped netlist is between 60000 and 70000 sq um. Recorded from the global router log, the overflow total was 0. Logged for this run, the post-placement worst setup slack is between 4 and 5 ns. The DRC violation total left in the routed layout is recorded as 0.

The row count is 145. The clock-pin slew on the worst setup and hold paths came out at ~0.070 ns. The floorplan die area came out at ~160000 sq um. The maximum number of pins on one net before global-route repair came out at 15.

The first-pass iteration count of the detailed router is 5. Total global-route track usage over all layers is 0.332. STA classifies the critical path startpoint as an input port. The number of slew-limit violations in the final report is 0.

The synthesized netlist cell count is about 6600. The count of placed standard cells including taps is around 9500. The multiplexer area fraction after synthesis is 0.

The routed length per placed instance came out at between 20 and 30 um. According to the timing report, the arrival time at the worst endpoint equals around 15 ns. Setup repair after global routing left no endpoint under its margin. The post-detailed-placement half-perimeter wirelength is 228 mm.

The number of I/O pins came out at between 800 and 900. The TritonCTS buffer count came out at 3. The timing report shows the most common cell along the critical path to be fa_1. The filler cell count in the final layout is about 15000. The area of the synthesized netlist per yosys stat came out at between 60000 and 70000 sq um.

The post-synthesis simple-gate area fraction is 0.146. The CTS tree is yes. The count of tool warnings is about 48. The clock net sink count came out at 16.

The worst hold slack is between 1.5 and 2 ns. Measured on the finished design, the core utilization comes to 0.474. The number of global-route vias before repair is 51100. Per the final timing report, the hold violations number 0.

In this run the cell area measured after placement is 74300 sq um. The highest achievable clock rate is about 68 MHz. Per the STA report, the cell with the highest stage delay on the worst path is clkdlybuf4s50_1. The wire length after detailed routing is 239 mm. The mean area per synthesized cell is ~9.6 sq um.

The number of hold-repair buffers added at the cts stage is 0. Data on the critical path is required at its endpoint by slightly below 20 ns. The first global-routing pass estimated ~350 mm of wire. The number of buffers added on ports is around 810. The adder-cell share of the synthesized area is 0.664. The maximum fanout encountered on the critical timing path came out at 5. STA classifies the critical path endpoint as a register. The number of synthesis warnings came out at 2. In the layout the commonest cells are 2226 x inv_1, 1713 x fa_1, 868 x and2_1. The final-layout setup total negative slack is 0 ns. The via total after detailed routing came out at approximately 44000. The slew at the pin closest to its max-slew limit is between 0.9 and 1 ns. The die height is 400 um. The compound-cell area share of the yosys netlist is 0.00122. The count of instantiated cells in the yosys netlist came out at about 6600. The dominant kind of combinational cell is adder cells. Looking at the clock tree report, the H-tree level count equals 1. Relative to the synthesized area, the layout overhead comes to 17.3%. Note that the worst hold path type here is reg -> reg. The post-route standard cell area excluding fillers is ~74000 sq um. The buffer type at the clock tree root is clkbuf_16. The source-to-sink clock delay at the later pin of the worst-skew pair is 0.26 ns. The pre-placement core utilization is 0.405. The tally of non-filler cells in the final layout is ~9500.

The number of distinct library cells after synthesis came out at 30. The post-route fraction of the period consumed by the critical path is 0.771. The final tally of setup violations is 0. For this run, the register share of the synthesized area comes to 0.00504.

The clock period could shrink to about 15 ns. Among logic cells in the layout, the one with the most instances is inv_1. The tally of nets with antenna violations remaining after routing came out at 0. The worst setup slack after layout is roughly 4.4 ns.
[Yosys cell counts]
library cell | instances | area, sq um
inv_1 | 2226 | 8360
a21oi_1 | 6 | 30.0
clkbuf_1 | 25 | 93.8
conb_1 | 2 | 7.51
or2b_1 | 1 | 7.51
ha_1 | 627 | 7850
o21bai_1 | 1 | 7.51
dfxtp_1 | 16 | 320
xor2_1 | 43 | 377
xnor2_1 | 268 | 2350
nand2b_1 | 115 | 719
and2_1 | 868 | 5430
nor3b_1 | 2 | 15.0
o21ai_0 | 2 | 10.0
nand3_1 | 1 | 5.00
xnor3_1 | 17 | 383
a21o_1 | 4 | 30.0
fa_1 | 1713 | 34300
maj3_1 | 1 | 10.0
or2_2 | 1 | 6.26
buf_1 | 1 | 3.75
nor4_2 | 1 | 12.5
nor4b_2 | 1 | 15.0
nor3_1 | 2 | 10.0
nor2b_1 | 222 | 1390
xor2_2 | 1 | 16.3
nor2_1 | 91 | 342
xnor3_2 | 2 | 47.6
nand2_1 | 359 | 1350
xnor2_2 | 1 | 16.3
[cells by family after synthesis]
family	count (synthesis)
compound gates	13
xor+xnor	332
fa+ha+maj	2341
buf+inv	2252
flops	16
other cells	2
simple gates	1664
[worst max-delay path: cells and delay by family]
family	cells	cell delay, ns
xor+xnor	8	2.21
fa+ha+maj	14	7.02
buf+inv	10	1.62
simple gates	1	0.25
[flip-flops by register name, summed over array words and instances (netlist names)]
signal and flops:
add_result1 8, out 8
[final cells by class]
class,count,area share
multi-input combinational,4352,0.735
inverter,2226,0.112
timing repair buffer,838,0.112
tap,2058,0.0346
sequential,16,0.00430
clock buffer,4,0.00119
antenna,32,0.00108
[routing by layer]
layer / wire length (um) / track usage / up-vias
li1: - / - / 19900
met1: 89400 / 0.445 / 22100
met2: 117000 / 0.520 / 1458
met3: 24600 / 0.136 / 301
met4: 7650 / 0.0899 / 60
met5: 373 / 0 / -
[path summary, 6_finish.rpt]
kind | startpoint | endpoint | slack (ns) | cells after the start
setup / recovery | input_weights[99] | out[4] | 4.40 | 33
hold / removal | add_result1[7] | add_result1[7] | 1.61 | 8
setup reg to reg | add_result1[5] | out[4] | 9.29 | 29
hold reg to reg | add_result1[7] | add_result1[7] | 1.61 | 8
